==> ./design.v <==
module alu(
    input [3:0] aluSel ,
    input [31:0] in1 ,
    input [31:0] in2 ,
    output aZero , 
    output [31:0] aOutput,
);
assign aZero = (!aOutput)  ;  
always@(in1,in2,aluSel)
begin
    case(aluSel)
    0 :  aOutput <= in1 & in2 ;  
    1 :  aOutput <= in1 | in2 ;  
    2 :  aOutput <= in1 + in2 ;  
    6 :  aOutput <= in1 - in2 ;  
    7 :  aOutput <= in1 < in2 ? 1 : 0 ;  
    12:  aOutput <= ~ (in1|in2) ;  
    default : aOutput <= 0 ;
    endcase 
end
endmodule
==> ./run.sh <==
#!/bin/bash
# OpenROAD 26Q1-2900-gdf79404cd8, Yosys 0.63+post, stock flow scripts
make -C /OpenROAD-flow-scripts/flow DESIGN_CONFIG=/design/flow/config.mk WORK_HOME=/design/flow/orfs finish
==> ./config.mk <==
export PLATFORM = sky130hd
export DESIGN_NAME = alu
export DESIGN_NICKNAME = alu
export VERILOG_FILES = /design/flow/design.v
export SDC_FILE = /design/flow/constraint.sdc
export NUM_CORES = 4
export LEC_CHECK = 1
export CORE_UTILIZATION = 40
==> ./constraint.sdc <==
current_design alu

set clk_period 14.6
set clk_io_pct 0.2

create_clock -name clk0 -period $clk_period

set non_clock_inputs [all_inputs -no_clocks]
set_input_delay [expr $clk_period * $clk_io_pct] -clock clk0 $non_clock_inputs
set_output_delay [expr $clk_period * $clk_io_pct] -clock clk0 [all_outputs]
==> impl_metrics.csv <==
group,metric,value,unit
run_status,status,"complete, no violations",
setup_path,crit_path_end_kind,"output pin",
synthesis,synth_top_cell_by_count,"ha_1",
cells_and_area,seq_cell_count,0,
sta,tightest_slew,0.8528,ns
grt,grt_pass1_vias,6744,
sta,finalCriticalPeriod,10.69,ns
pwr,clkPwrFrac,0,%
cells_and_area,seq_area,0,um2
drt,postRouteWirelength,24550,um
min_path,hold_start,"aluSel[1]",
cts,cts_hold_buffers,0,
drt,drcViolationCount,0,
synthesis,ys_types,96,
setup_path,cp_top_family,"simple AND/OR/NAND/NOR gates",
cells_and_area,clkbuf_count,0,
synthesis,syn-cell-area,6331,um2
grt,antenna_found_initial,0,
grt,grt_first_pass_wirelength,38170,um
synthesis,yosys-top-cells-area,"ha_1 (20%), a21oi_1 (6.7%), inv_1 (5.7%), nor2_1 (5.2%), o21ai_0 (4.0%)",
drt,diodes,0,
synthesis,syn_area_per_cell,6.735,um2
drt,dr.pass1.iters,6,
min_path,hold_path.class,"in2out",
setup_path,worstSetupPathDepth,12,
die,pin_count,101,
sta,relSlewSlack,42.43,%
sta,finalClockPeriodUsage,73.20,%
cells_and_area,design_area,7455,um2
placement,dp_hpwl,19500,um
setup_path,crit_chain,"clkdlybuf4s50_1 -> nor2_1 -> nand2_1 -> buf_4 -> o31a_1 -> nand3_1 -> or4_1 -> or4_1 -> or4_1 -> nor4b_2 -> nor4b_2 -> clkdlybuf4s50_1",
job,warning_count,101,
die,rows,45,
synthesis,ys_cells,940,
grt,grtUsageTotal,30.05,%
setup_path,cp_data_arrival_time,7.77,ns
pwr,p_sw,167.2,uW
die,core,15310,um2
cells_and_area,drive_gt1_share,6.024,%
pwr,sw_frac_of_total,58.61,%
die,dieArea,16340,um2
pwr,p_int,118.1,uW
placement,port_buffers,101,
die,die_x,127.8,um
setup_path,critPathKind,"in2out",
drt,vias,7518,
die,fp_util,41.34,%
setup_path,crit_buf_inv,3,
drt,wl_per_cell,20.34,um
cells_and_area,area_delta_synth_final,17.75,%
pwr,seqPwrFrac,0,%
sta,setup_viol,0,
drt,drt_iter0_markers,736,
setup_path,cp_slowest_stage_delay,0.95,ns
sta,rsz0062_at_grt,"no",
synthesis,synth_cells,940,
setup_path,worstPathRequired,11.68,ns
synthesis,ys_seq_share,0,%
synthesis,ys_area,6331,um2
synthesis,top_area_share,19.96,%
grt,overflow,0,
setup_path,cp_max_fo,21,
drt,antenna_left,0,
setup_path,cp_slowest_cell,"clkdlybuf4s50_1",
cts,cts_resized,0,
grt,grt_max_degree,32,
sta,tns,0,ns
synthesis,yosysTopAreaCell,"ha_1",
sta,fmax,0.09357,GHz
sta,hold_viol,0,
placement,gp_congestion,1.055,
pwr,p_leak,3.236,nW
job,maxCapViolCount,0,
min_path,whs_endpoint,"aOutput[13]",
die,die_y,127.8,um
cts,post_cts_buffers,0,
pwr,ir_worst_vdd,17.78,uV
drt,routed_via_density,6.229,
setup_path,worstSetupStartpointType,"primary input",
pwr,power.density,38.27,nW/um2
synthesis,common_cells,"ha_1 (101), inv_1 (96), nor2_1 (88), a21oi_1 (85), nand2_1 (62)",
setup_path,crit_top_cell,"or4_1",
min_path,min_path_cells,4,
pwr,combinationalPowerShare,100.0,%
placement,dpl_cell_area,7455,um2
synthesis,yosysWarnings,8,
sta,maxSlewViolCount,0,
-- layout make-up --
cell class,count,area [um2]
inverters,96,360.3
fillers,1602,7860
repair buffers,112,1094
well taps,211,264.0
multi-input cells,788,5737
-- power groups by stage --
stage	Sequential [mW]	Clock, mW	Combinational (mW)
after CTS	0	0	0.280
after global routing	0	0	0.309
final	0	0	0.285
-- routing by layer --
| metal | routed length (um) | track usage (%) | share of wire [%] | vias to the layer above |
|---|---|---|---|---|
| li1 | - | - | - | 3634 |
| met1 | 11220 | 44.89 | 46 | 3430 |
| met2 | 10600 | 46.42 | 43 | 415 |
| met3 | 1996 | 2.253 | 8.1 | 39 |
| met4 | 727 | 8.097 | 3.0 | 0 |
| met5 | 0 | 0 | 0 | - |
-- worst max path at each step --
stage                     start     to  slack [ns]
after global routing    in1[14]  aZero        3.72
final                 aluSel[3]  aZero        3.91
after CTS             aluSel[3]  aZero        3.96
-- cells in the final DEF (no fill, tap or decap), types with 9 or more instances in the layout --
master,netlist,layout
clkdlybuf4s50_1,0,101
o31ai_1,9,9
nand2_1,62,62
nand3_1,15,15
nor3_1,17,17
a221oi_1,18,18
buf_4,6,11
a221o_1,9,9
o21ai_0,50,50
a21o_1,19,19
or4_1,10,10
o21a_1,9,9
a211oi_1,18,18
nor2_1,88,88
inv_1,96,96
a21oi_1,85,85
nand4_1,12,12
o211ai_1,15,15
nor2b_1,13,13
o21bai_1,10,10
nand2b_1,17,17
ha_1,101,101
and2_1,10,10
-- cells by family after synthesis --
kind of cell	Yosys count	synth area share [%]
muxes	7	1.146
AOI/OAI and AO/OA	361	41.07
and+or+nand+nor	309	26.26
xor gates and xnor gates	8	1.107
buffers and inverters	152	9.822
adders and majority gates	103	20.59
-- through the flow --
step / util, % / std cells / setup WS [ns] / power (mW) / hold slack, ns
after global placement: 48.68 / 1207 / 3.992 / 0.2804 / 7.132
after floorplan: - / 940 / 5.717 / 0.1785 / 6.138
after global routing: 48.68 / 1207 / 3.723 / 0.3090 / 7.190
final: 48.68 / 1207 / 3.913 / 0.2853 / 7.125
after CTS: 48.68 / 1207 / 3.964 / 0.2797 / 7.130
after detailed placement: 48.68 / 1207 / 3.964 / 0.2780 / 7.129
No activity file was given, so power comes from the tool's default toggle rates.
